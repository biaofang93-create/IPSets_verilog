[flow/run.sh]
#!/bin/bash
# OpenROAD 26Q1-2900-gdf79404cd8, Yosys 0.63+post, stock flow scripts
make -C /OpenROAD-flow-scripts/flow DESIGN_CONFIG=/design/flow/config.mk WORK_HOME=/design/flow/orfs finish
[flow/config.mk]
export PLATFORM = sky130hd
export DESIGN_NAME = FP32Multi
export DESIGN_NICKNAME = FP32Multi
export VERILOG_FILES = /design/flow/design.v
export SDC_FILE = /design/flow/constraint.sdc
export NUM_CORES = 4
export LEC_CHECK = 1
export CORE_UTILIZATION = 40
[flow/constraint.sdc]
current_design FP32Multi

set clk_period 13.3
set clk_io_pct 0.2

create_clock -name clk0 -period $clk_period [get_ports {clk}]

set non_clock_inputs [all_inputs -no_clocks]
set_input_delay [expr $clk_period * $clk_io_pct] -clock clk0 $non_clock_inputs
set_output_delay [expr $clk_period * $clk_io_pct] -clock clk0 [all_outputs]
[flow/design.v]
`timescale 1ns / 1ps
module FP32Multi
(
    input         clk,                 
    input         input_valid,         
    input [31:0]  x1,                  
    input [31:0]  x2,                  
    output [31:0] y,                   
    output reg    out_valid            
);
wire [23:0] x1_0 = (x1[30:23] == 8'h00) ? {1'b0, x1[22:0]} : {1'b1, x1[22:0]};
wire [23:0] x2_0 = (x2[30:23] == 8'h00) ? {1'b0, x2[22:0]} : {1'b1, x2[22:0]};
wire [ 1:0] state_0;
assign state_0[1] = (x1[30:23] == 8'hff) | (x2[30:23] == 8'hff);
assign state_0[0] = (x1[30: 0] == 31'h00000000) | (x2[30: 0] == 31'h00000000);
wire signed [9:0] expo_x1_base = (x1[30:23] == 8'h00) ? 126 : 127;
wire signed [9:0] expo_x2_base = (x2[30:23] == 8'h00) ? 126 : 127;
wire signed [9:0] expo_x1 = {2'h0, x1[30:23]};
wire signed [9:0] expo_x2 = {2'h0, x2[30:23]};
reg  signed [ 9:0] expo_1;     
reg         [47:0] mant_1;     
reg                sign_1;     
reg         [ 1:0] state_1;    
reg                valid_1;    
always @(posedge clk) begin
    if (!input_valid) begin
        expo_1  <= expo_1;
        mant_1  <= mant_1;
        sign_1  <= sign_1;
        state_1 <= state_1;
        valid_1 <= input_valid;
    end else begin
        expo_1  <= expo_x1 + expo_x2 - expo_x1_base - expo_x2_base;
        mant_1  <= x1_0 * x2_0;
        sign_1  <= x1[31] ^ x2[31];
        state_1 <= state_0;
        valid_1 <= input_valid;  
    end
end
reg  signed [ 9:0] expo_2;     
reg         [47:0] mant_2;     
reg                sign_2;     
reg         [ 1:0] state_2;    
reg                valid_2;    
always @(posedge clk) begin
    if (!input_valid) begin
        expo_2  <= expo_2;
        mant_2  <= mant_2;
        sign_2  <= sign_2;
        state_2 <= state_2;
        valid_2 <= valid_1;
    end else begin
        sign_2  <= sign_1;
        state_2 <= state_1;
        valid_2 <= valid_1;  
        if (mant_1[47:36] != 12'h000) begin  
            mant_2 <= mant_1;
            expo_2 <= expo_1;
        end else if (mant_1[35:24] != 12'h000) begin  
            mant_2 <= mant_1 << 12;
            expo_2 <= expo_1 - 12;
        end else if (mant_1[23:12] != 12'h000) begin  
            mant_2 <= mant_1 << 24;
            expo_2 <= expo_1 - 24;
        end else begin  
            mant_2 <= mant_1 << 36;
            expo_2 <= expo_1 - 36;
        end
    end
end
reg  signed [ 9:0] expo_3;     
reg         [47:0] mant_3;     
reg                sign_3;     
reg         [ 1:0] state_3;    
reg                valid_3;    
always @(posedge clk) begin
    if (!input_valid) begin
        expo_3  <= expo_3;
        mant_3  <= mant_3;
        sign_3  <= sign_3;
        state_3 <= state_3;
        valid_3 <= valid_2;
    end else begin
        sign_3  <= sign_2;
        state_3 <= state_2;
        valid_3 <= valid_2;  
        if (mant_2[47]) begin
            mant_3 <= mant_2 << 0;
            expo_3 <= expo_2 + 1;
        end else if (mant_2[46]) begin
            mant_3 <= mant_2 << 1;
            expo_3 <= expo_2 + 0;
        end else if (mant_2[45]) begin
            mant_3 <= mant_2 << 2;
            expo_3 <= expo_2 - 1;
        end else if (mant_2[44]) begin
            mant_3 <= mant_2 << 3;
            expo_3 <= expo_2 - 2;
        end else if (mant_2[43]) begin
            mant_3 <= mant_2 << 4;
            expo_3 <= expo_2 - 3;
        end else if (mant_2[42]) begin
            mant_3 <= mant_2 << 5;
            expo_3 <= expo_2 - 4;
        end else if (mant_2[41]) begin
            mant_3 <= mant_2 << 6;
            expo_3 <= expo_2 - 5;
        end else if (mant_2[40]) begin
            mant_3 <= mant_2 << 7;
            expo_3 <= expo_2 - 6;
        end else if (mant_2[39]) begin
            mant_3 <= mant_2 << 8;
            expo_3 <= expo_2 - 7;
        end else if (mant_2[38]) begin
            mant_3 <= mant_2 << 9;
            expo_3 <= expo_2 - 8;
        end else if (mant_2[37]) begin
            mant_3 <= mant_2 << 10;
            expo_3 <= expo_2 - 9;
        end else if (mant_2[36]) begin
            mant_3 <= mant_2 << 11;
            expo_3 <= expo_2 - 10;
        end else begin  
            mant_3 <= 48'h0;
            expo_3 <= 9'h0;
        end
    end
end
reg  signed [ 9:0] expo_4;     
reg         [47:0] mant_4;     
reg                sign_4;     
assign y[31]    = sign_4;                      
assign y[30:23] = expo_4[7:0];                 
assign y[22:0]  = mant_4[46:24];               
always @(posedge clk) begin
    if (!input_valid) begin
        expo_4     <= expo_4;
        mant_4     <= mant_4;
        sign_4     <= sign_4;
        out_valid  <= input_valid;
    end else begin
        if (state_3[1]) begin  
            expo_4 <= 9'h0ff;    
            mant_4 <= 48'h0;     
            sign_4 <= sign_3;
        end else if (state_3[0] || (valid_3 && mant_3 == 48'h0)) begin  
            expo_4 <= 9'h000;    
            mant_4 <= 48'h0;     
            sign_4 <= sign_3;
        end else if (expo_3 > 127) begin  
            expo_4 <= 9'h0ff;    
            mant_4 <= 48'h0;
            sign_4 <= sign_3;
        end else if (expo_3 < -126) begin  
            expo_4 <= 9'h000;    
            mant_4 <= mant_3 >> (-126 - expo_3);  
            sign_4 <= sign_3;
        end else begin  
            expo_4 <= expo_3 + 127;   
            mant_4 <= mant_3;         
            sign_4 <= sign_3;
        end
        out_valid <= valid_3;
    end
end
endmodule
==> impl_metrics.env <==
# physical design summary
export IMPL_clk_root_buffer_cell="clkbuf_16"
export IMPL_synth_chip_area_um2=35230
export IMPL_first_iter_violations=1893
export IMPL_clk_pin_slew_worst_paths_ns=0.06
export IMPL_critical_path_endpoint_type="register"
export IMPL_post_cts_setup_buffer_count=0
export IMPL_chipWidth_um=298.8
export IMPL_globalRoute_totalOverflow=0
export IMPL_place_detailed_hpwl_um=72240
export IMPL_cp_max_fo=25
export IMPL_floorplan_initialDensity_pct=40.49
export IMPL_slew_limit_headroom_pct=40.30
export IMPL_cts_max_path_buffers=3
export IMPL_type_of_the_tightest_min_delay_check="reg2reg"
export IMPL_syn_avg_cell_area_um2=8.789
export IMPL_htree_levels=1
export IMPL_cp_arrival_ns=9.87
export IMPL_dp_cells=5032
export IMPL_post_dp_cell_area_um2=37100
export IMPL_final_wtd_congestion=0.9613
export IMPL_vias=28310
export IMPL_numCtsBuffers=24
export IMPL_pnr_worst_setup_slack_ns=3.715
export IMPL_outcome="completed"
export IMPL_top_level_ports=99
export IMPL_numPortBuffers=98
export IMPL_critical_path_startpoint_type="input pin"
export IMPL_number_of_antenna_violations_at_the_first_check_in_global_routing=0
export IMPL_fp_dieArea_um2=89280
export IMPL_synth_top_cells_by_area="fa_1 28%, edfxtp_1 18%, ha_1 7.6%, inv_1 6.3%, nand2_1 6.1%"
export IMPL_finalClockPeriodUsage_pct=72.07
export IMPL_number_of_max_cap_violations=0
export IMPL_netlist_area_um2=35230
export IMPL_cts_tree="yes"
export IMPL_warning_count=44
export IMPL_total_routing_resource_utilization_after_global_routing_pct=24.02
export IMPL_clock_latency_ns=0.55
export IMPL_clock_skew_after_layout_ns=0.01903
export IMPL_top_area_cell="fa_1"
export IMPL_cts_num_sinks=219
export IMPL_edff_count_synth=215
export IMPL_clock_fmax_mhz=104.3
export IMPL_synth_yosys_seq_area_share_pct=18.55
export IMPL_grt_max_degree=78
export IMPL_postSynth_topFlopCell="edfxtp_1"
export IMPL_drive_above_1_share_pct=4.821
export IMPL_netlist_instances=4009
export IMPL_rsz0062_at_grt="no"
export IMPL_die_h_um=298.8
export IMPL_cts_hold_fix_buffers=0
export IMPL_holdWs_ns=0.3233
export IMPL_synth_async_reset_ratio_pct=0
export IMPL_routed_via_density=5.578
export IMPL_antenna_violating_nets_post_route=0
export IMPL_postLayoutCoreUtil_pct=43.64
export IMPL_yosys_stat_cells=4009
export IMPL_setup_total_negative_slack_ns=0
export IMPL_finalMaxSlewViolations=0
export IMPL_synth_warnings=1
export IMPL_synth_cells_most_frequent="591 x inv_1, 570 x nand2_1, 486 x fa_1, 276 x clkbuf_1, 263 x a21oi_1"
export IMPL_number_of_register_bits_inferred_by_synthesis=219
export IMPL_report_final_hold_viol_count=0
export IMPL_post_route_drc_count=0
export IMPL_postCtsResizedCells=0
export IMPL_synthMostInstantiatedCell="inv_1"
export IMPL_detailedPlace_worstSlack_ns=3.107
export IMPL_route_final_wire_length_um=99910
export IMPL_post_synth_num_cell_types=91
export IMPL_syn_to_final_growth_pct=7.788
export IMPL_first_pass_grt_wire_length_um=161100
export IMPL_core_um2=87020
export IMPL_detail_route_wl_per_cell_um=19.69
export IMPL_diodes=0
export IMPL_crit_required_ns=13.59
export IMPL_grt_pass1_vias=28470
export IMPL_layout_cell_area_non_filler_um2=37980
export IMPL_worst_slew_pin_slew_ns=0.8922
export IMPL_top_area_share_pct=27.61
export IMPL_crit_path_class="in2reg"
export IMPL_final_cells=5075
export IMPL_final_min_clock_period_ns=9.585
export IMPL_detailedRoute_firstPassIterationCount=6
export IMPL_rows=108
export IMPL_setup_violations_final=0
## registers in the layout, summed over array words and instances, names as in the netlist, 2 cells and up
register	cells
expo_4	8
mant_2	48
state_3	2
expo_3	10
expo_1	10
mant_4	23
expo_2	10
mant_3	48
state_2	2
state_1	2
mant_1	48
## cell usage in the layout, fill, tap and decap left out, types with 23 or more instances in the layout
cell type / instances
inv_1: 590
nand2_1: 570
fa_1: 486
a21oi_1: 263
and2_1: 236
edfxtp_1: 215
ha_1: 214
o21ai_0: 138
nor2_1: 137
clkdlybuf4s50_1: 97
a22oi_1: 91
buf_4: 90
o211ai_1: 79
xnor2_1: 63
a22o_1: 49
a221oi_1: 48
nor4_1: 38
nor3_1: 38
o22ai_1: 36
xor2_1: 28
clkbuf_16: 25
a21o_1: 24
o21bai_1: 24
a211oi_1: 23
nand3_1: 23
## worst max-delay path: stages
cell and delay [ns]:
clkdlybuf4s50_1 0.49, nor4_1 0.30, nand2_1 0.13, buf_4 0.25
and2_1 0.21, fa_1 0.51, fa_1 0.54, fa_1 0.54
inv_1 0.05, fa_1 0.49, inv_1 0.05, fa_1 0.54
inv_1 0.05, fa_1 0.48, inv_1 0.05, fa_1 0.43
ha_1 0.38, a21oi_1 0.28, o211ai_1 0.14, a221oi_1 0.27
o21ai_1 0.21, a211oi_1 0.36, o21a_1 0.20, o21bai_1 0.08
xor2_1 0.15
## path summary, 6_finish.rpt
kind	to	slack [ns]	depth (start not counted)	start
setup / recovery	mant_1[40]	3.71	25	x1[30]
hold / removal	valid_2	0.32	0	valid_1
setup reg to reg	expo_3[9]	9.81	11	expo_2[3]
hold reg to reg	valid_2	0.32	0	valid_1
## cells by family (layout without fill, tap and decap cells)
group,Yosys count,in the layout,share of synthesized area [%]
flip-flops,219,219,18.55
buffers and inverters,913,824,9.890
AND-OR/OR-AND,898,898,16.82
adder cells (fa/ha/maj),700,700,35.21
XOR/XNOR,91,91,2.262
multiplexers,44,44,1.910
AND/OR/NAND/NOR,1144,1144,15.35
## final cells by class
| type | count | area [um2] |
|---|---|---|
| Fill cell | 8398 | 49050 |
| Multi-Input combinational cell | 2877 | 25230 |
| Sequential cell | 219 | 6536 |
| Inverter | 593 | 2226 |
| Timing Repair Buffer | 188 | 1662 |
| Tap cell | 1155 | 1445 |
| Clock buffer | 25 | 625.6 |
| Clock inverter | 18 | 254.0 |
## layer usage
layer / GRT usage (%) / vias to the layer above / wire (um)
li1: - / 13130 / -
met1: 34.34 / 13910 / 40930
met2: 37.61 / 1104 / 47450
met3: 7.087 / 165 / 8625
met4: 5.576 / 0 / 2905
met5: 0 / - / 0
